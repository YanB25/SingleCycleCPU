**flow/config.mk**
```make
export PLATFORM = sky130hd
export DESIGN_NAME = RAM
export DESIGN_NICKNAME = RAM
export VERILOG_FILES = /design/flow/design.v
export SDC_FILE = /design/flow/constraint.sdc
export NUM_CORES = 4
export LEC_CHECK = 1
export CORE_UTILIZATION = 30
```
**flow/constraint.sdc**
```tcl
current_design RAM

set clk_period 17.8
set clk_io_pct 0.2

create_clock -name clk0 -period $clk_period [get_ports {clk}]

set non_clock_inputs [all_inputs -no_clocks]
set_input_delay [expr $clk_period * $clk_io_pct] -clock clk0 $non_clock_inputs
set_output_delay [expr $clk_period * $clk_io_pct] -clock clk0 [all_outputs]
```
**flow/design.v**
```verilog
`timescale 1ns / 1ps
module RAM(
    input clk,
    input [31:0] address,
    input [31:0] writeData,  
    input nRD,  
    input nWR,  
    output [31:0] Dataout
    );
    reg [7:0] ram [0:60];  
    assign Dataout[7:0] = (nRD==0)?ram[address + 3]:8'bz;  
    assign Dataout[15:8] = (nRD==0)?ram[address + 2]:8'bz;
    assign Dataout[23:16] = (nRD==0)?ram[address + 1]:8'bz;
    assign Dataout[31:24] = (nRD==0)?ram[address ]:8'bz;
    always@( negedge clk ) begin
        if( nWR==0 ) begin
            ram[address] <= writeData[31:24];
            ram[address+1] <= writeData[23:16];
            ram[address+2] <= writeData[15:8];
            ram[address+3] <= writeData[7:0];
        end
    end
endmodule
```
**flow/run.sh**
```bash
#!/bin/bash
# OpenROAD 26Q1-2900-gdf79404cd8, Yosys 0.63+post, stock flow scripts
make -C /OpenROAD-flow-scripts/flow DESIGN_CONFIG=/design/flow/config.mk WORK_HOME=/design/flow/orfs finish
```
==> flow_summary_export.csv <==
group,metric,value,unit
run_status,status,"complete, no violations",
yosys,post_synth_and_or_nand_nor_area_fraction,11.0,%
cells_and_area,areaGrowthSynthToFinish,14.9,%
floorplan,floorplan.initialDensity,30.3,%
cells_and_area,largest_register_ffs,488,
yosys,number_of_cell_instances_after_yosys_synthesis,4562,
clock_tree,cts_setup_buffers,0,
floorplan,fp.dieW,408,um
placed_design,place.port_buffers,71,
cells_and_area,biggestRegsByFlops,"ram (488)",
worst_setup_path,worst-endpoint-required,14.24,ns
yosys,synthAdderAreaFrac,0.152,%
yosys,avgSynthCellArea,10.8,um2
placed_design,hpwl,180000,um
clock_tree,cts_resized,0,
worst_setup_path,critPathArrivalTime,13.21,ns
final_timing,tightest_slew_margin_relative_to_the_limit,22.2,%
clock_tree,cell_at_the_root_of_the_clock_tree,"clkbuf_16",
global_routing,number_of_global_route_vias_before_repair,44200,
placed_design,routabilityCongestion,1.12,
yosys,synth-main-ff-cell,"edfxtp_1",
clock_tree,clk_path_buf_depth,3,
global_routing,globalRouteOverflowTotal,0,
cells_and_area,fin_area,56700,um2
floorplan,floorplan.die_area,166000,um2
worst_setup_path,critPathMaxStageDelay,0.69,ns
detailed_routing,routed-via-count,44800,
final_timing,setup-tns-final,0,ns
job,tool_warnings,544,
power,pwr_density_cell,77.0,nW/um2
worst_setup_path,path_cells,"mux4_2 -> mux2i_1 -> o32ai_1 -> a2111oi_0 -> o21ai_0 -> clkdlybuf4s50_1",
worst_hold_path,hold_class,"primary input to primary output",
detailed_routing,dr.pass1.iters,14,
yosys,yosys_warnings,5,
yosys,synth-xor-area-share,0.401,%
clock_tree,clkSinkCount,488,
job,timing.max_cap.violations,0,
cells_and_area,registers.top_by_ff_count,"ram",
yosys,synth.comb.largest_family,"multiplexers",
yosys,postSynthRegisterBits,488,
yosys,post_synthesis_cell_count,4562,
worst_setup_path,delay_heaviest_family_cp,"AND-OR/OR-AND gates",
clock_tree,hold_buffers,0,
floorplan,top_level_ports,99,
floorplan,core,163000,um2
yosys,post_synth_arst_share,0,%
detailed_routing,drt_wl_total,253000,um
floorplan,rows,148,
global_routing,number_of_antenna_violations_at_the_first_check_in_global_routing,23,
detailed_routing,drt-initial-drc-count,4698,
clock_tree,cts_buffers,67,
final_timing,rsz_0062_raised_after_global_routing,"no",
clock_tree,path_clk_slew,0.04,ns
worst_setup_path,endpoint_kind,"primary output",
detailed_routing,remaining_drc_errors,0,
yosys,ys_sh_aoi,9.06,%
final_timing,final-setup-viol-count,0,
detailed_routing,via_to_cell_ratio,6.26,
global_routing,grt_util_all_layers,31.3,%
cells_and_area,share_of_post_route_cells_with_drive_strength_above_1,29.4,%
worst_setup_path,crit_buf_inv,1,
clock_tree,cts_tree,"yes",
worst_setup_path,worst_path_max_delay_cell,"a2111oi_0",
placed_design,dpl-instance-area,52600,um2
yosys,synth.cell_area,49300,um2
final_timing,worstMarginPinSlew,1.16,ns
worst_setup_path,timing.setup.critical_path_class,"register to primary output",
floorplan,fp.dieH,408,um
final_timing,timing_max_transition_violations_final,0,
power,p_leak,21.7,nW
yosys,synth.area.mux_share,44.8,%
final_timing,hold_viol_final,0,
yosys,edff_count_synth,488,
global_routing,wire_length_of_the_first_global_routing_pass,349000,um
global_routing,pin_count_of_the_biggest_net_entering_global_routing,90,
detailed_routing,detail_route.wl_per_cell,35.3,um
clock_tree,number_of_h_tree_levels,3,
worst_setup_path,critical_path_peak_fanout,4,
power,worst_ir_drop_vdd,0.0592,mV
yosys,chip_area_from_the_yosys_synthesis_statistics,49300,um2
detailed_routing,ant_nets,0,
yosys,synth_seq_share,29.7,%
worst_setup_path,start_kind,"register",
yosys,post_synth_num_cell_types,84,
-- logic make-up after synthesis --
group	Yosys count
adders and majority gates	6
muxes	1595
AOI/OAI and AO/OA	783
and+or+nand+nor	1132
DFF	488
buffers and inverters	541
xor gates and xnor gates	17
-- placed cells by master, fill, tap and decap left out, types with 19 or more instances in the layout --
cell type | netlist | layout
nor3_1 | 33 | 27
nand4_1 | 42 | 42
a211oi_1 | 37 | 37
buf_2 | 115 | 19
a221oi_1 | 22 | 22
nor2_1 | 112 | 111
nand2_1 | 681 | 681
clkdlybuf4s50_1 | 0 | 33
edfxtp_1 | 488 | 488
o22ai_1 | 55 | 55
mux2i_1 | 654 | 653
nand3_1 | 83 | 83
nor2b_1 | 20 | 19
o21ai_1 | 95 | 95
and2_1 | 22 | 23
buf_4 | 44 | 289
or4_1 | 23 | 23
clkbuf_16 | 0 | 68
inv_1 | 5 | 502
mux2_2 | 501 | 501
nor3_4 | 20 | 20
a21oi_1 | 49 | 49
mux4_2 | 439 | 439
o21ai_0 | 434 | 434
-- layer usage --
layer | routed length (um) | up-vias | part of all wire (%) | GRT usage [%]
met3 | 42500 | 685 | 17 | 21.0
met5 | 754 | - | 0.30 | 2.07
met4 | 14400 | 40 | 5.7 | 14.9
met2 | 107000 | 3432 | 42 | 43.2
met1 | 88200 | 22200 | 35 | 37.3
li1 | - | 18500 | - | -
-- cells in the mapped netlist (5+ instances only) --
master	instances	share of area, %
nor3_2	6	0.12
o21ai_1	95	0.96
o22ai_1	55	0.70
o21ai_0	434	4.4
or3_1	6	0.076
mux2i_1	654	13
buf_6	11	0.25
xor2_1	5	0.089
edfxtp_1	488	30
o211ai_1	11	0.17
nor3_4	20	0.66
inv_1	5	0.038
buf_2	115	1.2
or4_1	23	0.35
ha_1	6	0.15
buf_4	44	0.67
a32o_1	9	0.18
nand2_1	681	5.2
nor4_4	7	0.30
a2111oi_0	5	0.089
nand3_2	17	0.34
and2_1	22	0.28
mux2_2	501	11
o32ai_1	8	0.14
a311oi_1	10	0.18
xnor2_1	7	0.12
nor4_1	9	0.11
a21oi_1	49	0.50
nor2_1	112	0.85
nand3b_1	8	0.12
and3_1	9	0.11
nor2_2	9	0.11
a211oi_1	37	0.56
mux4_2	439	20
nor3_1	33	0.33
a221oi_1	22	0.39
buf_1	54	0.41
nand4_1	42	0.53
clkbuf_1	309	2.4
nor2b_1	20	0.25
nand3_1	83	0.84
a31oi_1	12	0.15
-- area by class of cell --
cell class | instances | area (um2)
flip-flops and latches | 488 | 14700
clock inverters | 539 | 2410
clock buffers | 68 | 1700
diodes | 5 | 12.5
repair buffers | 348 | 2720
well taps | 2175 | 2720
fillers | 16000 | 106000
inverters | 7 | 33.8
multi-input cells | 3533 | 32400
-- final timing paths --
kind / start / end / slack, ns / depth (start not counted)
setup / recovery: ram[7][7] / Dataout[15] / 1.03 / 6
hold / removal: address[2] / Dataout[29] / 8.62 / 7
-- power by group --
part	switching, W	total [W]	internal [W]	leakage (nW)
Sequential	0.0000487	0.00137	0.00133	4.40
Clock	0.000868	0.00187	0.00101	3.73
Combinational	0.000712	0.00111	0.000403	13.5
-- per-stage QoR --
| step | total power [W] | cells | setup slack (ns) | utilization [%] | hold slack [ns] |
|---|---|---|---|---|---|
| final | 0.00436 | 7163 | 1.03 | 34.8 | 8.62 |
| after global routing | 0.00455 | 7158 | 0.852 | 34.8 | 8.68 |
| after CTS | 0.00435 | 7158 | 1.10 | 34.8 | 8.61 |
| after floorplan | 0.00214 | 4562 | 1.37 | - | 7.66 |
| after detailed placement | 0.00262 | 6552 | 0.939 | 32.3 | 8.61 |
| after global placement | 0.00261 | 6552 | 1.01 | 32.3 | 8.60 |
No activity file was given, so power comes from the tool's default toggle rates.
