===== /design/flow/design.v =====
`timescale 1ns / 1ps
module PC(
    input clk,
    input RST,
    input [31:0]newpc,
    output reg [31:0]pc
    );
    always@(posedge clk or negedge RST) begin
        pc <= RST == 0 ? 0 : newpc;
    end
endmodule
module PCHelper(
    input [31:0] pc,
    input [15:0] immd16,
    input [25:0] immd26,
    input [1:0] sel,
    output reg [31:0] newpc
    );
    initial begin
        newpc = 0;
    end
    wire [31:0]exd_immd16 = { {16{immd16[15]}}, immd16};
    always@(*) begin
        case (sel)
            2'b00 : newpc <= pc + 4;
            2'b01 : newpc <= (pc + 4 + (exd_immd16 << 2));
            2'b10 : newpc <= {pc[31:28], immd26, 2'b00};
            2'b11 : newpc <= pc;
        endcase
    end
endmodule

===== /design/flow/run.sh =====
#!/bin/bash
# OpenROAD 26Q1-2900-gdf79404cd8, Yosys 0.63+post, stock flow scripts
make -C /OpenROAD-flow-scripts/flow DESIGN_CONFIG=/design/flow/config.mk WORK_HOME=/design/flow/orfs finish

===== /design/flow/config.mk =====
export PLATFORM = sky130hd
export DESIGN_NAME = PCHelper
export DESIGN_NICKNAME = PCHelper
export VERILOG_FILES = /design/flow/design.v
export SDC_FILE = /design/flow/constraint.sdc
export NUM_CORES = 4
export LEC_CHECK = 1
export CORE_UTILIZATION = 50

===== /design/flow/constraint.sdc =====
current_design PCHelper

set clk_period 11.7
set clk_io_pct 0.2

create_clock -name clk0 -period $clk_period

set non_clock_inputs [all_inputs -no_clocks]
set_input_delay [expr $clk_period * $clk_io_pct] -clock clk0 $non_clock_inputs
set_output_delay [expr $clk_period * $clk_io_pct] -clock clk0 [all_outputs]

==> run notes <==
run metrics: Worst Max-Slew Pin Slew=843 ps, final hold vios=0, vias per inst=5.92, die extent in y=80.3 µm, chip width=80.3 µm, utilization after layout=70.5%, Slew headroom=43.6%, drt first pass iters=5, Leakage=0.00171 µW, area delta synth->final=36.4%, tool warnings=37, CP Buf/Inv Count=2, HPWL after detailed placement=7300 µm, via count=3,483, cts-stage hold buffer count=0, Fill cells=492, most numerous logic cell after layout=clkdlybuf4s50_1, die area=0.00644 mm², Clock buffer cells=0, period utilization=82.9%, global route total overflow=0, status=completed, pwr dens=47.1 mW/mm², Tmin final=9700 ps, Arr. time, crit path=7360 ps, # port buffers=108, Top cell area share=13.9%, DR iter-0 viols=108, Peak VDD IR=0.0300 mV, share of cells above drive strength 1=7.41%, WS Path Type=in -> out, CP cell instances=clkdlybuf4s50_1 > ha_1 > nand4_1 > or2_2 > nor4_1 > nor2b_1 > nand2_1 > xnor2_1 > ha_1 > and3_1 > nand3_1 > o21bai_1 > a21boi_0 > nor2_1 > xnor2_1 > mux4_2 > clkdlybuf4s50_1, drc violations=0, average cell area after synthesis=7.36 µm², crit path DRT=9360 ps, RSZ-0062 raised after global routing=false, Final Max Slew Viols=0, num rows=28, Max Freq=0.103 GHz, Pwr Total=197 µW, Flop Count=0, biggest area cells=ha_1, mux4_2, xnor2_1, a21oi_1, xor2_1, Max-cap violations=0, Top Family by Delay on Critical Path=simple AND/OR/NAND/NOR gates, Initial Util=51.7%, yosys cell count=416, crit end category=output port, Finish-stage setup viols=0, first-pass GRT wire length=14,500 µm, CTS resizes=0, number of placed I/O pins=108, WL/cell=15.5 µm, antenna-violating nets left=0, Placer Congestion=0.945, GRT Overall Usage=29.0%, pin count of the biggest net entering global routing=27, initial antenna violation count=0, most numerous logic cells after layout=clkdlybuf4s50_1, nand2_1, nor2_1, post-synth top area cell=ha_1, YS chip area=0.00306 mm², crit path launch type=input pin, worst-path fanout max=7, yosys warns=1, Routed Wire Length=9130 µm, Hold Crit Class=in -> out, register area=0 µm², sequential fraction of the synthesis area=0%, final setup TNS=0 ps, Setup Fix Bufs, Post-CTS=0, core area=0.00592 mm², cells after synthesis=416, vias in the first global route=3,138, Syn Std Cell Area=0.00306 mm², crit-path max cell delay=570 ps, Yosys cell types=64, antenna fix cells=0, CP max stage cell=clkdlybuf4s50_1
[report_power, final]
group          internal (µW)  switching, µW
Sequential                 0              0
Clock                      0              0
Combinational            110           86.3
[routing by layer]
layer  share of wire (%)  routed length [µm]  global-route usage, %  vias to the layer above
met5                   0                   0                      0                        -
met3                 6.2                 568                   2.31                        6
met4                0.83                  76                   2.86                        0
li1                    -                   -                      -                     1769
met1                  47                4260                   41.2                     1589
met2                  46                4230                   49.8                      119
[layout make-up]
class | count | area (µm²) | share of cell area [%]
Inverter | 16 | 60.1 | 1.44
Multi-Input combinational cell | 385 | 2910 | 69.7
Tap cell | 75 | 93.8 | 2.25
Timing Repair Buffer | 112 | 1110 | 26.6
[through the flow]
stage,hold WS (ps),area [µm²],instances,worst slack [ps]
after CTS,5590,4180,588,2090
after global routing,5640,4180,588,1620
after global placement,5590,4180,588,2300
final,5590,4180,588,2000
after floorplan,4710,3060,416,3750
after detailed placement,5580,4180,588,2140
[cells in the mapped netlist, types with 5 or more instances]
library cell / count
mux4_2: 15
nand2_1: 43
o21ai_0: 22
xnor2_1: 31
nor2_1: 41
a21oi_1: 36
a21o_1: 16
nor3_1: 6
xor2_1: 19
and3_1: 12
a31oi_1: 5
nand4_1: 7
nand3_1: 17
o22ai_1: 5
inv_1: 15
clkbuf_1: 7
ha_1: 34
[cells by family after synthesis]
| group | share of synthesized area (%) |
|---|---|
| simple gates | 26.3 |
| mux | 12.8 |
| compound gates | 27.2 |
| buf+inv | 4.90 |
| xor+xnor | 14.3 |
| fa+ha+maj | 14.5 |
[worst paths after layout]
path | endpoint | depth (start not counted) | slack (ps) | start
max | newpc[26] | 17 | 2000 | pc[2]
min | newpc[0] | 3 | 5590 | pc[0]
Power figures rest on the tool's default switching activity, not on a simulated workload.
