==> ./design.v <==
`timescale 1ns / 1ps
module CU (
    input [5:0]Op,
    input [5:0]Func,
    input ZERO,
    input SIGN,
    output ALUScrA,
    output reg ALUScrB,
    output DB,
    output reg RegWr,
    output nRD,
    output nWR,
    output RegDst,
    output ExtSel,
    output reg [1:0]PCSel,
    output reg [2:0]ALUop
    );
    assign ALUScrA = (Op == 6'b000000 && Func == 6'b000000) ? 1'b1 : 1'b0;
    always@(*) begin
        case (Op)
            6'b001000, 6'b001101, 6'b101011, 6'b100011 : ALUScrB = 1'b1;
            default : ALUScrB = 1'b0;
        endcase
    end
    assign DB = (Op == 6'b100011) ? 1'b1 : 1'b0;
    always@(*) begin
        case (Op)
            6'b101011, 6'b000100, 6'b000101, 6'b000111, 6'b000010, 6'b111111 : RegWr = 0;
            default : RegWr = 1;
        endcase
    end
    assign nRD = (Op == 6'b100011) ? 0 : 1;
    assign nWR = (Op == 6'b101011) ? 0: 1;
    assign RegDst = (Op == 6'b100011 || Op ==6'b001000 || Op == 6'b001101) ? 1'b0 : 1'b1;
    assign ExtSel = (Op == 6'b001101) ? 1'b0 : 1'b1;
    always@(*) begin
        case (Op) 
            6'b000100 : PCSel = ZERO == 1 ? 2'b01 : 2'b00;
            6'b000101 : PCSel = ZERO == 0 ? 2'b01 : 2'b00;
            6'b000111 : PCSel = (SIGN == 0 && ZERO == 0) ? 2'b01 : 2'b00;
            6'b000010 : PCSel = 2'b10;
            6'b111111 : PCSel = 2'b11;
            default : PCSel =  2'b00;
        endcase
    end
    always@(*) begin
        case (Op)
            6'b000000 : begin
                case(Func)
                    6'b100000 : ALUop = 3'b000;
                    6'b100011 : ALUop = 3'b001;
                    6'b100100 : ALUop = 3'b010;
                    6'b100101 : ALUop = 3'b011;
                    6'b000000 : ALUop = 3'b110;
                    6'b101010 : ALUop = 3'b101;
                    default : ALUop = 3'b000;  
                endcase
            end
            6'b001101 : ALUop = 3'b011;
            6'b000100, 6'b000101, 6'b000111 : ALUop = 3'b001;
            default : ALUop = 3'b000;
        endcase
    end
endmodule
==> ./run.sh <==
#!/bin/bash
# OpenROAD 26Q1-2900-gdf79404cd8, Yosys 0.63+post, stock flow scripts
make -C /OpenROAD-flow-scripts/flow DESIGN_CONFIG=/design/flow/config.mk WORK_HOME=/design/flow/orfs finish
==> ./config.mk <==
export PLATFORM = sky130hd
export DESIGN_NAME = CU
export DESIGN_NICKNAME = CU
export VERILOG_FILES = /design/flow/design.v
export SDC_FILE = /design/flow/constraint.sdc
export NUM_CORES = 4
export LEC_CHECK = 1
export CORE_AREA = 10 10 70 70
export DIE_AREA = 0 0 80 80
==> ./constraint.sdc <==
current_design CU

set clk_period 4.1
set clk_io_pct 0.2

create_clock -name clk0 -period $clk_period

set non_clock_inputs [all_inputs -no_clocks]
set_input_delay [expr $clk_period * $clk_io_pct] -clock clk0 $non_clock_inputs
set_output_delay [expr $clk_period * $clk_io_pct] -clock clk0 [all_outputs]
==> notes.md <==
run metrics: routed vias=481, post-synthesis compound-gate area fraction=between 20% and 30%, Rows=21, Critical Path Fanout Max=10, Top cells by area=xnor2_1 7.5%, or3_1 7.1%, buf_6 6.4%, kind of critical path=in2out, dpl hpwl=1.22 mm, number of global-route vias before repair=460, Max Fclk=0.272 GHz, hold buffers post-CTS=0, Flops=0, Worst path max stage delay=0.57 ns, final WL=between 1 and 1.5 mm, MaxCap Viol Count=0, Layout Cells excl Fill=~130, RSZ-0062 raised after global routing=no, drt drc=0, post-CTS resize count=0, xor/xnor cell area share of the yosys netlist=9.96%, status=finished, final reports clean, Die W=80 um, # diodes=0, port bufs=27, chip area=0.00640 mm^2, final hold slack=about 2.7 ns, MUX area fraction=0%, Simple-Gate Area Share=48.4%, Initial DRT Pass Iterations=4, CP endpoint kind=output pin, # IOs=27, comb area leader=simple AND/OR/NAND/NOR gates, number of cells in the yosys synthesis report=56, synth-to-layout area growth=86.1%, Hold WC Path Type=in2out, largest net degree at the start of global routing=12, min-delay src=Func[4], cell count after synthesis=56, cell with the most instances after synthesis=nand2_1, Register Area=0 um^2, crit path from=Op[0], layout cells sized above 1=7.50%, Pwr Total=44.1 uW, clk_buf instances=0, critical path's slowest cell=clkdlybuf4s50_1, minimum clock period=roughly 3.7 ns, drt first-iter violations=16, Cell Area, Synth=352 um^2, Synth Seq Share=0%, Final Slew Violations=0, worst slack at placement=0.429 ns, PwrDens=~67 mW/mm^2, CP cell instances=clkdlybuf4s50_1 -> nor3_1 -> nand2_1 -> a2111oi_0 -> clkdlybuf4s50_1, gr usage total=4.39%, required time worst endpoint=3.28 ns, Final ANT Viol Nets=0, P_leak=0.205 nW, CP bufs+invs=2, DP Cell Count=approximately 130, gp weighted congestion=0.748, final worst slack=0.428 ns, post-CTS setup buffer count=0, core area=0.00342 mm^2, most used cell along the critical path=clkdlybuf4s50_1, Synth warnings=1, count of cell types in the netlist=29, Log Warnings=32, setup violators final=0, Adder Share, Synth=2.85%, CP startpoint kind=input pin, cycle use final=about nine tenths, initial antenna violation count=0, Die H=around 80 um, per-cell routed wire length=11.4 um, yosys stat chip area=around 350 um^2, Yosys top cell area share=7.47%, first-pass GRT wire length=2.34 mm, via/cell ratio=3.82, total negative slack=0 ns, average size of a mapped cell=6.28 um^2, Top delay family on crit path=buffers and inverters, Hold Violations, Final=0, Tightest Pin Transition=0.428 ns, CP arrival=2.85 ns, Initial Util=10.3%, Slew HR=70.8%, GRT overflow=0, Max VDD drop=0.0000240 V, Yosys top cell by area=xnor2_1
kinds of logic after synthesis:
group | count (synthesis)
AOI/OAI and AO/OA | 12
adders and majority gates | 1
and+or+nand+nor | 31
xor gates and xnor gates | 4
buffers and inverters | 8
tightest hold or removal path, stage by stage:
cell             delay, ns
clkdlybuf4s50_1       0.45
nor3_1                0.06
nand4b_1              0.09
o22ai_1               0.07
clkdlybuf4s50_1       0.42
power by group:
part | leakage (nW) | switching, mW | internal, mW
sequential | 0 | 0 | 0
combinational | 0.205 | 0.0185 | 0.0256
clock | 0 | 0 | 0
total | 0.205 | 0.0185 | 0.0256
through the flow:
step / util (%) / cell area, um^2
after floorplan: - / 352
after global placement: 19.2 / 654
after detailed placement: 19.2 / 654
after CTS: 19.2 / 654
after global routing: 19.2 / 654
final: 19.2 / 654
worst paths after layout:
path,end,slack (ns),cells past startpoint
worst max-delay path,ALUop[2],0.43,5
worst min-delay path,ALUop[0],2.72,5
area by class of cell:
class / count / area, um^2
inverter: 4 / 15.0
fill: 404 / 2760
timing repair buffer: 28 / 278
multi-input combinational: 48 / 304
tap: 46 / 57.6
routing by layer:
metal  GRT usage, %  routed length, um  vias up
met1           6.26                676      209
met5              0                  0        -
li1               -                  -      253
met2           6.82                633       19
met3           1.14                123        0
met4              0                  0        0
cells in the final DEF, fill, tap and decap left out, drive strengths merged, types with 2 or more instances in the layout:
master / n
xnor2: 3
nor4: 2
a21oi: 2
nor2: 4
or2: 4
clkdlybuf4s50: 27
nand2: 5
inv: 4
nand3: 4
nor3: 4
or3: 4
No activity file was given, so power comes from the tool's default toggle rates.
